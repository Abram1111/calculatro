==> run.sh <==
#!/bin/bash
# OpenROAD 26Q1-2900-gdf79404cd8, Yosys 0.63+post, stock flow scripts
make -C /OpenROAD-flow-scripts/flow DESIGN_CONFIG=/design/flow/config.mk WORK_HOME=/design/flow/orfs finish
==> design.v <==
module inverter(a,y);                                                            
    input a;                                                                     
    output y;                                                                    
    assign #1 y = ~a;                                                            
endmodule                                                                        
module fa_gate_1(a,b,c,y);                                                       
    input a,b,c;                                                                 
    output y;                                                                    
    assign #1 y = ~((a&b) | (c&(b|a)));                                          
endmodule                                                                        
module fa_gate_2(a,b,c,m,y);                                                     
    input a,b,c,m;                                                               
    output y;                                                                    
    assign #1 y = ~((a&b&c) | ((a|b|c)&m));                                      
endmodule                                                                        
module fa(a,b,ci,co,s);
    input a,b,ci;
    output s,co;
    wire nco, ns;
    fa_gate_1   fa_gate_1_1(a,b,ci, nco);
    fa_gate_2   fa_gate_2_1(a,b,ci,nco, ns);
    inverter    inverter_1(nco, co);
    inverter    inverter_2(ns, s);
endmodule
module dreg(clk, d, q);
    parameter width = 1;
    input clk;
    input [width-1:0] d;
    output [width-1:0] q;
    reg [width-1:0] q;
    always @(posedge clk) begin
        q <= d;
    end
endmodule
module mux2(a, b, sel, y);
    parameter width = 1;
    input [width-1:0] a, b;
    input sel;
    output [width-1:0] y;
    assign y = sel ? b : a;
endmodule
module mux4(a, b, c, d, sel, y);
    parameter width = 1;
    input [width-1:0] a, b, c, d;
    input [1:0] sel;
    output [width-1:0] y;
    reg [width-1:0] y;
    always @(*) begin
        case (sel)
            2'b00:    y <= a;
            2'b01:    y <= b;
            2'b10:    y <= c;
            default:  y <= d;
        endcase
    end
endmodule
module shl(a, y);
    parameter width = 2;
    input [width-1:0] a;
    output [width-1:0] y;
    assign y = {a[width-2:0], 1'b0};
endmodule
module shr(a, y);
    parameter width = 2;
    input [width-1:0] a;
    output [width-1:0] y;
    assign y = {1'b0, a[width-1:1]};
endmodule
module adder16(a, b, sum);
    input [15:0] a, b;
    output [15:0] sum;
    assign sum = a+b;
endmodule
module four_ripple_adder(num1,num2,total);
	input [3:0] num1;
	input [3:0] num2;
	output [4:0] total;
	wire carryout1,carryout2,carryout3;
	fa adder1(num1[0], num2[0], 0, carryout1, total[0]);
	fa adder2(num1[1], num2[1], carryout1, carryout2, total[1]);
	fa adder3(num1[2], num2[2], carryout2, carryout3, total[2]);
	fa adder4(num1[3], num2[3], carryout3, total[4], total[3]);
endmodule
module segment_display(number,HEX00,HEX01,HEX02,HEX03,HEX04,HEX05,HEX06,HEX10,HEX11,HEX12,HEX13,HEX14,HEX15,HEX16);
	input [4:0] number;
	output HEX00,HEX01,HEX02,HEX03,HEX04,HEX05,HEX06,HEX10,HEX11,HEX12,HEX13,HEX14,HEX15,HEX16;
	reg HEX00,HEX01,HEX02,HEX03,HEX04,HEX05,HEX06,HEX10,HEX11,HEX12,HEX13,HEX14,HEX15,HEX16;
	always @ (number) begin
		if(number == 5'b00000) begin	 
			HEX00 <= 0;
			HEX01 <= 0;
			HEX02 <= 0;
			HEX03 <= 0;
			HEX04 <= 0;
			HEX05 <= 0;
			HEX06 <= 1;
			HEX10 <= 0;
			HEX11 <= 0;
			HEX12 <= 0;
			HEX13 <= 0;
			HEX14 <= 0;
			HEX15 <= 0;
			HEX16 <= 1;
		end
		if(number == 5'b00001) begin	 
			 HEX00 <= 1;
			 HEX01 <= 0;
			 HEX02 <= 0;
			 HEX03 <= 1;
			 HEX04 <= 1;
			 HEX05 <= 1;
			 HEX06 <= 1;
			 HEX10 <= 0;
			 HEX11 <= 0;
			 HEX12 <= 0;
			 HEX13 <= 0;
			 HEX14 <= 0;
			 HEX15 <= 0;
			 HEX16 <= 1;
		end
		if(number == 5'b00010) begin	 
			 HEX00 <= 0;
			 HEX01 <= 0;
			 HEX02 <= 1;
			 HEX03 <= 0;
			 HEX04 <= 0;
			 HEX05 <= 1;
			 HEX06 <= 0;
			 HEX10 <= 0;
			 HEX11 <= 0;
			 HEX12 <= 0;
			 HEX13 <= 0;
			 HEX14 <= 0;
			 HEX15 <= 0;
			 HEX16 <= 1;
		end
		if(number == 5'b00011) begin	 
			 HEX00 <= 0;
			 HEX01 <= 0;
			 HEX02 <= 0;
			 HEX03 <= 0;
			 HEX04 <= 1;
			 HEX05 <= 1;
			 HEX06 <= 0;
			 HEX10 <= 0;
			 HEX11 <= 0;
			 HEX12 <= 0;
			 HEX13 <= 0;
			 HEX14 <= 0;
			 HEX15 <= 0;
			 HEX16 <= 1;
		end
		if(number == 5'b00100) begin	 
			 HEX00 <= 1;
			 HEX01 <= 0;
			 HEX02 <= 0;
			 HEX03 <= 1;
			 HEX04 <= 1;
			 HEX05 <= 0;
			 HEX06 <= 0;
			 HEX10 <= 0;
			 HEX11 <= 0;
			 HEX12 <= 0;
			 HEX13 <= 0;
			 HEX14 <= 0;
			 HEX15 <= 0;
			 HEX16 <= 1;
		end
		if(number == 5'b00101) begin	 
			 HEX00 <= 0;
			 HEX01 <= 1;
			 HEX02 <= 0;
			 HEX03 <= 0;
			 HEX04 <= 1;
			 HEX05 <= 0;
			 HEX06 <= 0;
			 HEX10 <= 0;
			 HEX11 <= 0;
			 HEX12 <= 0;
			 HEX13 <= 0;
			 HEX14 <= 0;
			 HEX15 <= 0;
			 HEX16 <= 1;
		end
		if(number == 5'b00110) begin	 
			 HEX00 <= 0;
			 HEX01 <= 1;
			 HEX02 <= 0;
			 HEX03 <= 0;
			 HEX04 <= 0;
			 HEX05 <= 0;
			 HEX06 <= 0;
			 HEX10 <= 0;
			 HEX11 <= 0;
			 HEX12 <= 0;
			 HEX13 <= 0;
			 HEX14 <= 0;
			 HEX15 <= 0;
			 HEX16 <= 1;
		end
		if(number == 5'b00111) begin	 
			 HEX00 <= 0;
			 HEX01 <= 0;
			 HEX02 <= 0;
			 HEX03 <= 1;
			 HEX04 <= 1;
			 HEX05 <= 1;
			 HEX06 <= 1;
			 HEX10 <= 0;
			 HEX11 <= 0;
			 HEX12 <= 0;
			 HEX13 <= 0;
			 HEX14 <= 0;
			 HEX15 <= 0;
			 HEX16 <= 1;
		end
		if(number == 5'b01000) begin	 
			 HEX00 <= 0;
			 HEX01 <= 0;
			 HEX02 <= 0;
			 HEX03 <= 0;
			 HEX04 <= 0;
			 HEX05 <= 0;
			 HEX06 <= 0;
			 HEX10 <= 0;
			 HEX11 <= 0;
			 HEX12 <= 0;
			 HEX13 <= 0;
			 HEX14 <= 0;
			 HEX15 <= 0;
			 HEX16 <= 1;
		end
		if(number == 5'b01001) begin	 
			 HEX00 <= 0;
			 HEX01 <= 0;
			 HEX02 <= 0;
			 HEX03 <= 1;
			 HEX04 <= 1;
			 HEX05 <= 0;
			 HEX06 <= 0;
			 HEX10 <= 0;
			 HEX11 <= 0;
			 HEX12 <= 0;
			 HEX13 <= 0;
			 HEX14 <= 0;
			 HEX15 <= 0;
			 HEX16 <= 1;
		end
		if(number == 5'b01010) begin	 
			 HEX00 <= 0;
			 HEX01 <= 0;
			 HEX02 <= 0;
			 HEX03 <= 0;
			 HEX04 <= 0;
			 HEX05 <= 0;
			 HEX06 <= 1;
			 HEX10 <= 1;
			 HEX11 <= 0;
			 HEX12 <= 0;
			 HEX13 <= 1;
			 HEX14 <= 1;
			 HEX15 <= 1;
			 HEX16 <= 1;
		end
		if(number == 5'b01011) begin	 
			 HEX00 <= 1;
			 HEX01 <= 0;
			 HEX02 <= 0;
			 HEX03 <= 1;
			 HEX04 <= 1;
			 HEX05 <= 1;
			 HEX06 <= 1;
			 HEX10 <= 1;
			 HEX11 <= 0;
			 HEX12 <= 0;
			 HEX13 <= 1;
			 HEX14 <= 1;
			 HEX15 <= 1;
			 HEX16 <= 1;
		end
		if(number == 5'b01100) begin	 
			 HEX00 <= 0;
			 HEX01 <= 0;
			 HEX02 <= 1;
			 HEX03 <= 0;
			 HEX04 <= 0;
			 HEX05 <= 1;
			 HEX06 <= 0;
			 HEX10 <= 1;
			 HEX11 <= 0;
			 HEX12 <= 0;
			 HEX13 <= 1;
			 HEX14 <= 1;
			 HEX15 <= 1;
			 HEX16 <= 1;
		end
		if(number == 5'b01101) begin	 
			 HEX00 <= 0;
			 HEX01 <= 0;
			 HEX02 <= 0;
			 HEX03 <= 0;
			 HEX04 <= 1;
			 HEX05 <= 1;
			 HEX06 <= 0;
			 HEX10 <= 1;
			 HEX11 <= 0;
			 HEX12 <= 0;
			 HEX13 <= 1;
			 HEX14 <= 1;
			 HEX15 <= 1;
			 HEX16 <= 1;
		end
		if(number == 5'b01110) begin	 
			 HEX00 <= 1;
			 HEX01 <= 0;
			 HEX02 <= 0;
			 HEX03 <= 1;
			 HEX04 <= 1;
			 HEX05 <= 0;
			 HEX06 <= 0;
			 HEX10 <= 1;
			 HEX11 <= 0;
			 HEX12 <= 0;
			 HEX13 <= 1;
			 HEX14 <= 1;
			 HEX15 <= 1;
			 HEX16 <= 1;
		end
		if(number == 5'b01111) begin	 
			 HEX00 <= 0;
			 HEX01 <= 1;
			 HEX02 <= 0;
			 HEX03 <= 0;
			 HEX04 <= 1;
			 HEX05 <= 0;
			 HEX06 <= 0;
			 HEX10 <= 1;
			 HEX11 <= 0;
			 HEX12 <= 0;
			 HEX13 <= 1;
			 HEX14 <= 1;
			 HEX15 <= 1;
			 HEX16 <= 1;
		end
		if(number == 5'b10000) begin	 
			 HEX00 <= 0;
			 HEX01 <= 1;
			 HEX02 <= 0;
			 HEX03 <= 0;
			 HEX04 <= 0;
			 HEX05 <= 0;
			 HEX06 <= 0;
			 HEX10 <= 1;
			 HEX11 <= 0;
			 HEX12 <= 0;
			 HEX13 <= 1;
			 HEX14 <= 1;
			 HEX15 <= 1;
			 HEX16 <= 1;
		end
		if(number == 5'b10001) begin	 
			 HEX00 <= 0;
			 HEX01 <= 0;
			 HEX02 <= 0;
			 HEX03 <= 1;
			 HEX04 <= 1;
			 HEX05 <= 1;
			 HEX06 <= 1;
			 HEX10 <= 1;
			 HEX11 <= 0;
			 HEX12 <= 0;
			 HEX13 <= 1;
			 HEX14 <= 1;
			 HEX15 <= 1;
			 HEX16 <= 1;
		end
		if(number == 5'b10010) begin	 
			 HEX00 <= 0;
			 HEX01 <= 0;
			 HEX02 <= 0;
			 HEX03 <= 0;
			 HEX04 <= 0;
			 HEX05 <= 0;
			 HEX06 <= 0;
			 HEX10 <= 1;
			 HEX11 <= 0;
			 HEX12 <= 0;
			 HEX13 <= 1;
			 HEX14 <= 1;
			 HEX15 <= 1;
			 HEX16 <= 1;
		end
		if(number == 5'b10011) begin	 
			 HEX00 <= 0;
			 HEX01 <= 0;
			 HEX02 <= 0;
			 HEX03 <= 1;
			 HEX04 <= 1;
			 HEX05 <= 0;
			 HEX06 <= 0;
			 HEX10 <= 1;
			 HEX11 <= 0;
			 HEX12 <= 0;
			 HEX13 <= 1;
			 HEX14 <= 1;
			 HEX15 <= 1;
			 HEX16 <= 1;
		end
		if(number == 5'b10100) begin	 
			 HEX00 <= 0;
			 HEX01 <= 0;
			 HEX02 <= 0;
			 HEX03 <= 0;
			 HEX04 <= 0;
			 HEX05 <= 0;
			 HEX06 <= 1;
			 HEX10 <= 0;
			 HEX11 <= 0;
			 HEX12 <= 1;
			 HEX13 <= 0;
			 HEX14 <= 0;
			 HEX15 <= 1;
			 HEX16 <= 0;
		end
		if(number == 5'b10101) begin	 
			 HEX00 <= 1;
			 HEX01 <= 0;
			 HEX02 <= 0;
			 HEX03 <= 1;
			 HEX04 <= 1;
			 HEX05 <= 1;
			 HEX06 <= 1;
			 HEX10 <= 0;
			 HEX11 <= 0;
			 HEX12 <= 1;
			 HEX13 <= 0;
			 HEX14 <= 0;
			 HEX15 <= 1;
			 HEX16 <= 0;
		end
		if(number == 5'b10110) begin	 
			 HEX00 <= 0;
			 HEX01 <= 0;
			 HEX02 <= 1;
			 HEX03 <= 0;
			 HEX04 <= 0;
			 HEX05 <= 1;
			 HEX06 <= 0;
			 HEX10 <= 0;
			 HEX11 <= 0;
			 HEX12 <= 1;
			 HEX13 <= 0;
			 HEX14 <= 0;
			 HEX15 <= 1;
			 HEX16 <= 0;
		end
		if(number == 5'b10111) begin	 
			 HEX00 <= 0;
			 HEX01 <= 0;
			 HEX02 <= 0;
			 HEX03 <= 0;
			 HEX04 <= 1;
			 HEX05 <= 1;
			 HEX06 <= 0;
			 HEX10 <= 0;
			 HEX11 <= 0;
			 HEX12 <= 1;
			 HEX13 <= 0;
			 HEX14 <= 0;
			 HEX15 <= 1;
			 HEX16 <= 0;
		end
		if(number == 5'b11000) begin	 
			 HEX00 <= 1;
			 HEX01 <= 0;
			 HEX02 <= 0;
			 HEX03 <= 1;
			 HEX04 <= 1;
			 HEX05 <= 0;
			 HEX06 <= 0;
			 HEX10 <= 0;
			 HEX11 <= 0;
			 HEX12 <= 1;
			 HEX13 <= 0;
			 HEX14 <= 0;
			 HEX15 <= 1;
			 HEX16 <= 0;
		end
		if(number == 5'b11001) begin	 
			 HEX00 <= 0;
			 HEX01 <= 1;
			 HEX02 <= 0;
			 HEX03 <= 0;
			 HEX04 <= 1;
			 HEX05 <= 0;
			 HEX06 <= 0;
			 HEX10 <= 0;
			 HEX11 <= 0;
			 HEX12 <= 1;
			 HEX13 <= 0;
			 HEX14 <= 0;
			 HEX15 <= 1;
			 HEX16 <= 0;
		end
		if(number == 5'b11010) begin	 
			 HEX00 <= 0;
			 HEX01 <= 1;
			 HEX02 <= 0;
			 HEX03 <= 0;
			 HEX04 <= 0;
			 HEX05 <= 0;
			 HEX06 <= 0;
			 HEX10 <= 0;
			 HEX11 <= 0;
			 HEX12 <= 1;
			 HEX13 <= 0;
			 HEX14 <= 0;
			 HEX15 <= 1;
			 HEX16 <= 0;
		end
		if(number == 5'b11011) begin	 
			 HEX00 <= 0;
			 HEX01 <= 0;
			 HEX02 <= 0;
			 HEX03 <= 1;
			 HEX04 <= 1;
			 HEX05 <= 1;
			 HEX06 <= 1;
			 HEX10 <= 0;
			 HEX11 <= 0;
			 HEX12 <= 1;
			 HEX13 <= 0;
			 HEX14 <= 0;
			 HEX15 <= 1;
			 HEX16 <= 0;
		end
		if(number == 5'b11100) begin	 
			 HEX00 <= 0;
			 HEX01 <= 0;
			 HEX02 <= 0;
			 HEX03 <= 0;
			 HEX04 <= 0;
			 HEX05 <= 0;
			 HEX06 <= 0;
			 HEX10 <= 0;
			 HEX11 <= 0;
			 HEX12 <= 1;
			 HEX13 <= 0;
			 HEX14 <= 0;
			 HEX15 <= 1;
			 HEX16 <= 0;
		end
		if(number == 5'b11101) begin	 
			 HEX00 <= 0;
			 HEX01 <= 0;
			 HEX02 <= 0;
			 HEX03 <= 1;
			 HEX04 <= 1;
			 HEX05 <= 0;
			 HEX06 <= 0;
			 HEX10 <= 0;
			 HEX11 <= 0;
			 HEX12 <= 1;
			 HEX13 <= 0;
			 HEX14 <= 0;
			 HEX15 <= 1;
			 HEX16 <= 0;
		end
		if(number == 5'b11110) begin	 
			 HEX00 <= 0;
			 HEX01 <= 0;
			 HEX02 <= 0;
			 HEX03 <= 0;
			 HEX04 <= 0;
			 HEX05 <= 0;
			 HEX06 <= 1;
			 HEX10 <= 0;
			 HEX11 <= 0;
			 HEX12 <= 0;
			 HEX13 <= 0;
			 HEX14 <= 1;
			 HEX15 <= 1;
			 HEX16 <= 0;
		end
		if(number == 5'b11111) begin	 
			 HEX00 <= 1;
			 HEX01 <= 0;
			 HEX02 <= 0;
			 HEX03 <= 1;
			 HEX04 <= 1;
			 HEX05 <= 1;
			 HEX06 <= 1;
			 HEX10 <= 0;
			 HEX11 <= 0;
			 HEX12 <= 0;
			 HEX13 <= 0;
			 HEX14 <= 1;
			 HEX15 <= 1;
			 HEX16 <= 0;
		end
	end
endmodule
==> config.mk <==
export PLATFORM = sky130hd
export DESIGN_NAME = adder16
export DESIGN_NICKNAME = adder16
export VERILOG_FILES = /design/flow/design.v
export SDC_FILE = /design/flow/constraint.sdc
export NUM_CORES = 4
export LEC_CHECK = 1
export CORE_AREA = 10 10 70 70
export DIE_AREA = 0 0 80 80
==> constraint.sdc <==
current_design adder16

set clk_period 7.9
set clk_io_pct 0.2

create_clock -name clk0 -period $clk_period

set non_clock_inputs [all_inputs -no_clocks]
set_input_delay [expr $clk_period * $clk_io_pct] -clock clk0 $non_clock_inputs
set_output_delay [expr $clk_period * $clk_io_pct] -clock clk0 [all_outputs]
==> metrics.csv <==
metric,value,unit
TritonRoute pass-1 iters,6,
status,"complete, no violations",
worst-path fanout max,3,
vias,883,
# diodes,0,
Synthesis Warnings,0,
slowest CP cell,clkdlybuf4s50_1,
Die X,80,microns
CP Data Arrival Time,4240,ps
RSZ-0062 raised after global routing,no,
YS chip area,724,sq um
I/O Buffers,48,
Max rail drop VDD,0.0223,mV
critical path's most frequent cell,clkdlybuf4s50_1,
P_int,0.0675,mW
met2 usage,12.4,%
global-route wire length before repair,4.14,mm
share of cells above drive strength 1,2.74,%
register area,0,sq um
drt drc,0,
Logic pwr share,100.0,%
DRT iter0 DRCs,30,
# resized after CTS,0,
Leakage,0.501,nW
Top Layout Cells,"clkdlybuf4s50_1, a21oi_1, ha_1",
"Setup Fix Bufs, Post-CTS",0,
Worst Setup Start Kind,input port,
initial antenna violation count,0,
Core ar.,3420,sq um
gr busiest metal,met2,
Rows,21,
HP Class,in2out,
Initial Utilization,21.2,%
Mean Syn Cell Area,7.39,sq um
Routed wire per std cell,12.5,microns
fillers,356,
max-slew violations,0,
Final Cycle Share,73.7,%
Mapped Area,724,sq um
crit path kind,in2out,
"slowest stage delay, CP",490,ps
tool warning count,32,
GR Layer Usage met3,1.48,%
Area Growth Syn to Fin,74.3,%
final setup TNS,0,ps
Crit path required time,6320,ps
Final WS setup,2080,ps
Via density,4.60,
fin crit period,5820,ps
Slew headroom,71.7,%
hold buffers post-CTS,0,
largest net degree at the start of global routing,7,
sw frac,36.5,%
post-synth cell types,27,
synthesized instance count,98,
CLK BUF,0,
# setup viols final,0,
pre-CTS worst setup slack,2050,ps
total die size,6400,sq um
Post-synth seq share,0,%
cell chain of the critical path,clkdlybuf4s50_1 > ha_1 > fa_1 > a21o_2 > a311oi_2 > nor3_1 > o41ai_2 > xnor2_1 > clkdlybuf4s50_1,
total gr overflow,0,
Psw,0.0388,mW
"Hold Vio Cnt, Final",0,
global-route met1 utilization,10.5,%
die extent in y,80,microns
I/O pin cnt,48,
Max Clock Freq,0.172,GHz
critical path capture point type,primary output,
GP Congestion,0.850,
Routed Antenna Nets,0,
highest-count logic cell in the final layout,clkdlybuf4s50_1,
Sequential Power Share,0,%
registers,0,
vias in the first global route,933,
yosys cell count,98,
hpwl dp,2.21,mm
final core utilization,37.0,%
PwrDens,84.1,nW/um^2
worst slew pin tran,420,ps
Overall Global Routing Usage,7.54,%
max cap viols,0,
final WL,2.41,mm
clock power share,0,%
## metal layers
metal	vias to the layer above	wire (microns)	part of all wire (%)
met1	386	1150	48
li1	468	-	-
met4	0	0	0
met3	0	182	7.6
met5	-	0	0
met2	29	1070	45
## synth_stat cells
| library cell | number | area share [%] |
|---|---|---|
| a211o_1 | 1 | 1.2 |
| a211oi_1 | 1 | 1.0 |
| a21o_1 | 2 | 2.1 |
| a21o_2 | 1 | 1.2 |
| a21oi_1 | 17 | 12 |
| a311oi_1 | 1 | 1.2 |
| a311oi_2 | 1 | 2.1 |
| a31oi_1 | 1 | 0.86 |
| and3_1 | 1 | 0.86 |
| fa_1 | 1 | 2.8 |
| ha_1 | 15 | 26 |
| inv_1 | 3 | 1.6 |
| mux2i_1 | 1 | 1.4 |
| nand2_1 | 9 | 4.7 |
| nand3_1 | 4 | 2.8 |
| nor2_1 | 2 | 1.0 |
| nor2b_1 | 2 | 1.7 |
| nor3_1 | 3 | 2.1 |
| nor3b_1 | 1 | 1.0 |
| o211ai_1 | 3 | 3.1 |
| o21ai_0 | 8 | 5.5 |
| o21bai_1 | 2 | 2.1 |
| o22ai_1 | 1 | 0.86 |
| o41ai_2 | 1 | 2.2 |
| or2_2 | 1 | 0.86 |
| xnor2_1 | 10 | 12 |
| xor2_1 | 5 | 6.0 |
## logic make-up (layout without fill, tap and decap cells)
logic type | Yosys count | count (layout) | synth area share [%]
simple gates | 23 | 23 | 15.0
buf+inv | 3 | 51 | 1.55
fa+ha+maj | 16 | 16 | 28.7
mux | 1 | 1 | 1.38
compound gates | 40 | 40 | 35.2
xor+xnor | 15 | 15 | 18.1
## power by group through the flow
stage,Combinational [mW],Clock [mW],Sequential [mW]
finish,0.106,0,0
global route,0.120,0,0
CTS,0.109,0,0
## worst max-delay path, delay by kind of cell
family,cells,cell delay (ps)
simple gates,1,140
xor+xnor,1,160
buf+inv,2,890
fa+ha+maj,2,620
compound gates,3,850
## through the flow
step | cells | hold WS [ps] | area [sq um] | power [mW]
finish | 192 | 4190 | 1260 | 0.106
global route | 192 | 4250 | 1260 | 0.120
CTS | 192 | 4200 | 1260 | 0.109
detailed placement | 192 | 4190 | 1260 | 0.108
global placement | 192 | 4200 | 1260 | 0.108
floorplan | 98 | 3230 | 724 | 0.0475
## final timing paths
check	start	to	cells after the start
worst max-delay path	a[0]	sum[12]	9
worst min-delay path	b[0]	sum[0]	3
## final cells by class
type,count,area (sq um),share of cell area (%)
Timing Repair Buffer,48,480,38.1
Tap cell,46,57.6,4.56
Multi-Input combinational cell,95,713,56.5
Inverter,3,11.3,0.892
No activity file was given, so power comes from the tool's default toggle rates.
