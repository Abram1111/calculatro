File: flow/config.mk
export PLATFORM = sky130hd
export DESIGN_NAME = Calculator
export DESIGN_NICKNAME = Calculator
export VERILOG_FILES = /design/flow/design.v
export SDC_FILE = /design/flow/constraint.sdc
export NUM_CORES = 4
export LEC_CHECK = 1
export CORE_AREA = 10 10 77 77
export DIE_AREA = 0 0 87 87
File: flow/constraint.sdc
current_design Calculator

set clk_period 4.5
set clk_io_pct 0.2

create_clock -name clk0 -period $clk_period

set non_clock_inputs [all_inputs -no_clocks]
set_input_delay [expr $clk_period * $clk_io_pct] -clock clk0 $non_clock_inputs
set_output_delay [expr $clk_period * $clk_io_pct] -clock clk0 [all_outputs]
File: flow/design.v
module inverter(a,y);                                                            
    input a;                                                                     
    output y;                                                                    
    assign #1 y = ~a;                                                            
endmodule                                                                        
module fa_gate_1(a,b,c,y);                                                       
    input a,b,c;                                                                 
    output y;                                                                    
    assign #1 y = ~((a&b) | (c&(b|a)));                                          
endmodule                                                                        
module fa_gate_2(a,b,c,m,y);                                                     
    input a,b,c,m;                                                               
    output y;                                                                    
    assign #1 y = ~((a&b&c) | ((a|b|c)&m));                                      
endmodule                                                                        
module fa(a,b,ci,co,s);
    input a,b,ci;
    output s,co;
    wire nco, ns;
    fa_gate_1   fa_gate_1_1(a,b,ci, nco);
    fa_gate_2   fa_gate_2_1(a,b,ci,nco, ns);
    inverter    inverter_1(nco, co);
    inverter    inverter_2(ns, s);
endmodule
module dreg(clk, d, q);
    parameter width = 1;
    input clk;
    input [width-1:0] d;
    output [width-1:0] q;
    reg [width-1:0] q;
    always @(posedge clk) begin
        q <= d;
    end
endmodule
module mux2(a, b, sel, y);
    parameter width = 1;
    input [width-1:0] a, b;
    input sel;
    output [width-1:0] y;
    assign y = sel ? b : a;
endmodule
module mux4(a, b, c, d, sel, y);
    parameter width = 1;
    input [width-1:0] a, b, c, d;
    input [1:0] sel;
    output [width-1:0] y;
    reg [width-1:0] y;
    always @(*) begin
        case (sel)
            2'b00:    y <= a;
            2'b01:    y <= b;
            2'b10:    y <= c;
            default:  y <= d;
        endcase
    end
endmodule
module shl(a, y);
    parameter width = 2;
    input [width-1:0] a;
    output [width-1:0] y;
    assign y = {a[width-2:0], 1'b0};
endmodule
module shr(a, y);
    parameter width = 2;
    input [width-1:0] a;
    output [width-1:0] y;
    assign y = {1'b0, a[width-1:1]};
endmodule
module adder16(a, b, sum);
    input [15:0] a, b;
    output [15:0] sum;
    assign sum = a+b;
endmodule
module four_ripple_adder(num1,num2,total);
	input [3:0] num1;
	input [3:0] num2;
	output [4:0] total;
	wire carryout1,carryout2,carryout3;
	fa adder1(num1[0], num2[0], 0, carryout1, total[0]);
	fa adder2(num1[1], num2[1], carryout1, carryout2, total[1]);
	fa adder3(num1[2], num2[2], carryout2, carryout3, total[2]);
	fa adder4(num1[3], num2[3], carryout3, total[4], total[3]);
endmodule
module segment_display(number,HEX00,HEX01,HEX02,HEX03,HEX04,HEX05,HEX06,HEX10,HEX11,HEX12,HEX13,HEX14,HEX15,HEX16);
	input [4:0] number;
	output HEX00,HEX01,HEX02,HEX03,HEX04,HEX05,HEX06,HEX10,HEX11,HEX12,HEX13,HEX14,HEX15,HEX16;
	reg HEX00,HEX01,HEX02,HEX03,HEX04,HEX05,HEX06,HEX10,HEX11,HEX12,HEX13,HEX14,HEX15,HEX16;
	always @ (number) begin
		if(number == 5'b00000) begin	 
			HEX00 <= 0;
			HEX01 <= 0;
			HEX02 <= 0;
			HEX03 <= 0;
			HEX04 <= 0;
			HEX05 <= 0;
			HEX06 <= 1;
			HEX10 <= 0;
			HEX11 <= 0;
			HEX12 <= 0;
			HEX13 <= 0;
			HEX14 <= 0;
			HEX15 <= 0;
			HEX16 <= 1;
		end
		if(number == 5'b00001) begin	 
			 HEX00 <= 1;
			 HEX01 <= 0;
			 HEX02 <= 0;
			 HEX03 <= 1;
			 HEX04 <= 1;
			 HEX05 <= 1;
			 HEX06 <= 1;
			 HEX10 <= 0;
			 HEX11 <= 0;
			 HEX12 <= 0;
			 HEX13 <= 0;
			 HEX14 <= 0;
			 HEX15 <= 0;
			 HEX16 <= 1;
		end
		if(number == 5'b00010) begin	 
			 HEX00 <= 0;
			 HEX01 <= 0;
			 HEX02 <= 1;
			 HEX03 <= 0;
			 HEX04 <= 0;
			 HEX05 <= 1;
			 HEX06 <= 0;
			 HEX10 <= 0;
			 HEX11 <= 0;
			 HEX12 <= 0;
			 HEX13 <= 0;
			 HEX14 <= 0;
			 HEX15 <= 0;
			 HEX16 <= 1;
		end
		if(number == 5'b00011) begin	 
			 HEX00 <= 0;
			 HEX01 <= 0;
			 HEX02 <= 0;
			 HEX03 <= 0;
			 HEX04 <= 1;
			 HEX05 <= 1;
			 HEX06 <= 0;
			 HEX10 <= 0;
			 HEX11 <= 0;
			 HEX12 <= 0;
			 HEX13 <= 0;
			 HEX14 <= 0;
			 HEX15 <= 0;
			 HEX16 <= 1;
		end
		if(number == 5'b00100) begin	 
			 HEX00 <= 1;
			 HEX01 <= 0;
			 HEX02 <= 0;
			 HEX03 <= 1;
			 HEX04 <= 1;
			 HEX05 <= 0;
			 HEX06 <= 0;
			 HEX10 <= 0;
			 HEX11 <= 0;
			 HEX12 <= 0;
			 HEX13 <= 0;
			 HEX14 <= 0;
			 HEX15 <= 0;
			 HEX16 <= 1;
		end
		if(number == 5'b00101) begin	 
			 HEX00 <= 0;
			 HEX01 <= 1;
			 HEX02 <= 0;
			 HEX03 <= 0;
			 HEX04 <= 1;
			 HEX05 <= 0;
			 HEX06 <= 0;
			 HEX10 <= 0;
			 HEX11 <= 0;
			 HEX12 <= 0;
			 HEX13 <= 0;
			 HEX14 <= 0;
			 HEX15 <= 0;
			 HEX16 <= 1;
		end
		if(number == 5'b00110) begin	 
			 HEX00 <= 0;
			 HEX01 <= 1;
			 HEX02 <= 0;
			 HEX03 <= 0;
			 HEX04 <= 0;
			 HEX05 <= 0;
			 HEX06 <= 0;
			 HEX10 <= 0;
			 HEX11 <= 0;
			 HEX12 <= 0;
			 HEX13 <= 0;
			 HEX14 <= 0;
			 HEX15 <= 0;
			 HEX16 <= 1;
		end
		if(number == 5'b00111) begin	 
			 HEX00 <= 0;
			 HEX01 <= 0;
			 HEX02 <= 0;
			 HEX03 <= 1;
			 HEX04 <= 1;
			 HEX05 <= 1;
			 HEX06 <= 1;
			 HEX10 <= 0;
			 HEX11 <= 0;
			 HEX12 <= 0;
			 HEX13 <= 0;
			 HEX14 <= 0;
			 HEX15 <= 0;
			 HEX16 <= 1;
		end
		if(number == 5'b01000) begin	 
			 HEX00 <= 0;
			 HEX01 <= 0;
			 HEX02 <= 0;
			 HEX03 <= 0;
			 HEX04 <= 0;
			 HEX05 <= 0;
			 HEX06 <= 0;
			 HEX10 <= 0;
			 HEX11 <= 0;
			 HEX12 <= 0;
			 HEX13 <= 0;
			 HEX14 <= 0;
			 HEX15 <= 0;
			 HEX16 <= 1;
		end
		if(number == 5'b01001) begin	 
			 HEX00 <= 0;
			 HEX01 <= 0;
			 HEX02 <= 0;
			 HEX03 <= 1;
			 HEX04 <= 1;
			 HEX05 <= 0;
			 HEX06 <= 0;
			 HEX10 <= 0;
			 HEX11 <= 0;
			 HEX12 <= 0;
			 HEX13 <= 0;
			 HEX14 <= 0;
			 HEX15 <= 0;
			 HEX16 <= 1;
		end
		if(number == 5'b01010) begin	 
			 HEX00 <= 0;
			 HEX01 <= 0;
			 HEX02 <= 0;
			 HEX03 <= 0;
			 HEX04 <= 0;
			 HEX05 <= 0;
			 HEX06 <= 1;
			 HEX10 <= 1;
			 HEX11 <= 0;
			 HEX12 <= 0;
			 HEX13 <= 1;
			 HEX14 <= 1;
			 HEX15 <= 1;
			 HEX16 <= 1;
		end
		if(number == 5'b01011) begin	 
			 HEX00 <= 1;
			 HEX01 <= 0;
			 HEX02 <= 0;
			 HEX03 <= 1;
			 HEX04 <= 1;
			 HEX05 <= 1;
			 HEX06 <= 1;
			 HEX10 <= 1;
			 HEX11 <= 0;
			 HEX12 <= 0;
			 HEX13 <= 1;
			 HEX14 <= 1;
			 HEX15 <= 1;
			 HEX16 <= 1;
		end
		if(number == 5'b01100) begin	 
			 HEX00 <= 0;
			 HEX01 <= 0;
			 HEX02 <= 1;
			 HEX03 <= 0;
			 HEX04 <= 0;
			 HEX05 <= 1;
			 HEX06 <= 0;
			 HEX10 <= 1;
			 HEX11 <= 0;
			 HEX12 <= 0;
			 HEX13 <= 1;
			 HEX14 <= 1;
			 HEX15 <= 1;
			 HEX16 <= 1;
		end
		if(number == 5'b01101) begin	 
			 HEX00 <= 0;
			 HEX01 <= 0;
			 HEX02 <= 0;
			 HEX03 <= 0;
			 HEX04 <= 1;
			 HEX05 <= 1;
			 HEX06 <= 0;
			 HEX10 <= 1;
			 HEX11 <= 0;
			 HEX12 <= 0;
			 HEX13 <= 1;
			 HEX14 <= 1;
			 HEX15 <= 1;
			 HEX16 <= 1;
		end
		if(number == 5'b01110) begin	 
			 HEX00 <= 1;
			 HEX01 <= 0;
			 HEX02 <= 0;
			 HEX03 <= 1;
			 HEX04 <= 1;
			 HEX05 <= 0;
			 HEX06 <= 0;
			 HEX10 <= 1;
			 HEX11 <= 0;
			 HEX12 <= 0;
			 HEX13 <= 1;
			 HEX14 <= 1;
			 HEX15 <= 1;
			 HEX16 <= 1;
		end
		if(number == 5'b01111) begin	 
			 HEX00 <= 0;
			 HEX01 <= 1;
			 HEX02 <= 0;
			 HEX03 <= 0;
			 HEX04 <= 1;
			 HEX05 <= 0;
			 HEX06 <= 0;
			 HEX10 <= 1;
			 HEX11 <= 0;
			 HEX12 <= 0;
			 HEX13 <= 1;
			 HEX14 <= 1;
			 HEX15 <= 1;
			 HEX16 <= 1;
		end
		if(number == 5'b10000) begin	 
			 HEX00 <= 0;
			 HEX01 <= 1;
			 HEX02 <= 0;
			 HEX03 <= 0;
			 HEX04 <= 0;
			 HEX05 <= 0;
			 HEX06 <= 0;
			 HEX10 <= 1;
			 HEX11 <= 0;
			 HEX12 <= 0;
			 HEX13 <= 1;
			 HEX14 <= 1;
			 HEX15 <= 1;
			 HEX16 <= 1;
		end
		if(number == 5'b10001) begin	 
			 HEX00 <= 0;
			 HEX01 <= 0;
			 HEX02 <= 0;
			 HEX03 <= 1;
			 HEX04 <= 1;
			 HEX05 <= 1;
			 HEX06 <= 1;
			 HEX10 <= 1;
			 HEX11 <= 0;
			 HEX12 <= 0;
			 HEX13 <= 1;
			 HEX14 <= 1;
			 HEX15 <= 1;
			 HEX16 <= 1;
		end
		if(number == 5'b10010) begin	 
			 HEX00 <= 0;
			 HEX01 <= 0;
			 HEX02 <= 0;
			 HEX03 <= 0;
			 HEX04 <= 0;
			 HEX05 <= 0;
			 HEX06 <= 0;
			 HEX10 <= 1;
			 HEX11 <= 0;
			 HEX12 <= 0;
			 HEX13 <= 1;
			 HEX14 <= 1;
			 HEX15 <= 1;
			 HEX16 <= 1;
		end
		if(number == 5'b10011) begin	 
			 HEX00 <= 0;
			 HEX01 <= 0;
			 HEX02 <= 0;
			 HEX03 <= 1;
			 HEX04 <= 1;
			 HEX05 <= 0;
			 HEX06 <= 0;
			 HEX10 <= 1;
			 HEX11 <= 0;
			 HEX12 <= 0;
			 HEX13 <= 1;
			 HEX14 <= 1;
			 HEX15 <= 1;
			 HEX16 <= 1;
		end
		if(number == 5'b10100) begin	 
			 HEX00 <= 0;
			 HEX01 <= 0;
			 HEX02 <= 0;
			 HEX03 <= 0;
			 HEX04 <= 0;
			 HEX05 <= 0;
			 HEX06 <= 1;
			 HEX10 <= 0;
			 HEX11 <= 0;
			 HEX12 <= 1;
			 HEX13 <= 0;
			 HEX14 <= 0;
			 HEX15 <= 1;
			 HEX16 <= 0;
		end
		if(number == 5'b10101) begin	 
			 HEX00 <= 1;
			 HEX01 <= 0;
			 HEX02 <= 0;
			 HEX03 <= 1;
			 HEX04 <= 1;
			 HEX05 <= 1;
			 HEX06 <= 1;
			 HEX10 <= 0;
			 HEX11 <= 0;
			 HEX12 <= 1;
			 HEX13 <= 0;
			 HEX14 <= 0;
			 HEX15 <= 1;
			 HEX16 <= 0;
		end
		if(number == 5'b10110) begin	 
			 HEX00 <= 0;
			 HEX01 <= 0;
			 HEX02 <= 1;
			 HEX03 <= 0;
			 HEX04 <= 0;
			 HEX05 <= 1;
			 HEX06 <= 0;
			 HEX10 <= 0;
			 HEX11 <= 0;
			 HEX12 <= 1;
			 HEX13 <= 0;
			 HEX14 <= 0;
			 HEX15 <= 1;
			 HEX16 <= 0;
		end
		if(number == 5'b10111) begin	 
			 HEX00 <= 0;
			 HEX01 <= 0;
			 HEX02 <= 0;
			 HEX03 <= 0;
			 HEX04 <= 1;
			 HEX05 <= 1;
			 HEX06 <= 0;
			 HEX10 <= 0;
			 HEX11 <= 0;
			 HEX12 <= 1;
			 HEX13 <= 0;
			 HEX14 <= 0;
			 HEX15 <= 1;
			 HEX16 <= 0;
		end
		if(number == 5'b11000) begin	 
			 HEX00 <= 1;
			 HEX01 <= 0;
			 HEX02 <= 0;
			 HEX03 <= 1;
			 HEX04 <= 1;
			 HEX05 <= 0;
			 HEX06 <= 0;
			 HEX10 <= 0;
			 HEX11 <= 0;
			 HEX12 <= 1;
			 HEX13 <= 0;
			 HEX14 <= 0;
			 HEX15 <= 1;
			 HEX16 <= 0;
		end
		if(number == 5'b11001) begin	 
			 HEX00 <= 0;
			 HEX01 <= 1;
			 HEX02 <= 0;
			 HEX03 <= 0;
			 HEX04 <= 1;
			 HEX05 <= 0;
			 HEX06 <= 0;
			 HEX10 <= 0;
			 HEX11 <= 0;
			 HEX12 <= 1;
			 HEX13 <= 0;
			 HEX14 <= 0;
			 HEX15 <= 1;
			 HEX16 <= 0;
		end
		if(number == 5'b11010) begin	 
			 HEX00 <= 0;
			 HEX01 <= 1;
			 HEX02 <= 0;
			 HEX03 <= 0;
			 HEX04 <= 0;
			 HEX05 <= 0;
			 HEX06 <= 0;
			 HEX10 <= 0;
			 HEX11 <= 0;
			 HEX12 <= 1;
			 HEX13 <= 0;
			 HEX14 <= 0;
			 HEX15 <= 1;
			 HEX16 <= 0;
		end
		if(number == 5'b11011) begin	 
			 HEX00 <= 0;
			 HEX01 <= 0;
			 HEX02 <= 0;
			 HEX03 <= 1;
			 HEX04 <= 1;
			 HEX05 <= 1;
			 HEX06 <= 1;
			 HEX10 <= 0;
			 HEX11 <= 0;
			 HEX12 <= 1;
			 HEX13 <= 0;
			 HEX14 <= 0;
			 HEX15 <= 1;
			 HEX16 <= 0;
		end
		if(number == 5'b11100) begin	 
			 HEX00 <= 0;
			 HEX01 <= 0;
			 HEX02 <= 0;
			 HEX03 <= 0;
			 HEX04 <= 0;
			 HEX05 <= 0;
			 HEX06 <= 0;
			 HEX10 <= 0;
			 HEX11 <= 0;
			 HEX12 <= 1;
			 HEX13 <= 0;
			 HEX14 <= 0;
			 HEX15 <= 1;
			 HEX16 <= 0;
		end
		if(number == 5'b11101) begin	 
			 HEX00 <= 0;
			 HEX01 <= 0;
			 HEX02 <= 0;
			 HEX03 <= 1;
			 HEX04 <= 1;
			 HEX05 <= 0;
			 HEX06 <= 0;
			 HEX10 <= 0;
			 HEX11 <= 0;
			 HEX12 <= 1;
			 HEX13 <= 0;
			 HEX14 <= 0;
			 HEX15 <= 1;
			 HEX16 <= 0;
		end
		if(number == 5'b11110) begin	 
			 HEX00 <= 0;
			 HEX01 <= 0;
			 HEX02 <= 0;
			 HEX03 <= 0;
			 HEX04 <= 0;
			 HEX05 <= 0;
			 HEX06 <= 1;
			 HEX10 <= 0;
			 HEX11 <= 0;
			 HEX12 <= 0;
			 HEX13 <= 0;
			 HEX14 <= 1;
			 HEX15 <= 1;
			 HEX16 <= 0;
		end
		if(number == 5'b11111) begin	 
			 HEX00 <= 1;
			 HEX01 <= 0;
			 HEX02 <= 0;
			 HEX03 <= 1;
			 HEX04 <= 1;
			 HEX05 <= 1;
			 HEX06 <= 1;
			 HEX10 <= 0;
			 HEX11 <= 0;
			 HEX12 <= 0;
			 HEX13 <= 0;
			 HEX14 <= 1;
			 HEX15 <= 1;
			 HEX16 <= 0;
		end
	end
endmodule
module Calculator(SW,HEX00,HEX01,HEX02,HEX03,HEX04,HEX05,HEX06,HEX10,HEX11,HEX12,HEX13,HEX14,HEX15,HEX16);
	input [7:0] SW;
	output HEX00,HEX01,HEX02,HEX03,HEX04,HEX05,HEX06,HEX10,HEX11,HEX12,HEX13,HEX14,HEX15,HEX16;
	wire [4:0] sum;
	four_ripple_adder mainadder(SW[3:0],SW[7:4],sum);
	segment_display maindisplay(sum,HEX00,HEX01,HEX02,HEX03,HEX04,HEX05,HEX06,HEX10,HEX11,HEX12,HEX13,HEX14,HEX15,HEX16);
endmodule
File: flow/run.sh
#!/bin/bash
# OpenROAD 26Q1-2900-gdf79404cd8, Yosys 0.63+post, stock flow scripts
make -C /OpenROAD-flow-scripts/flow DESIGN_CONFIG=/design/flow/config.mk WORK_HOME=/design/flow/orfs finish
==> results.ini <==
[critical_path]
setup.worst_path.end=HEX00
end_kind=primary output
cp.arrival_ns=3.48
cp_max_fo=7
worst-path-buf-inv=5
cp.required_ns=3.60
crit_family=adder cells
crit_cells=13
crit_start=SW[0]
critPathLaunchType=input pin
path_cells=buf_6 -> ha_4 -> inv_2 -> fa_2 -> inv_2 -> fa_2 -> fa_2 -> buf_6 -> and2b_4 -> o21ai_0 -> nand2_2 -> dlxtn_2 -> dlygate4sd2_1
slowest_delay_ns=0.66
crit_slowest_cell=fa_2
crit_top_cell=fa_2
critPathKind=in2out

[placement]
dp_hpwl_um=1150
io_buffers=21
gp_congestion=0.796

[die]
fp.dieH_um=87
die_width_um=87
num_rows=24
ioPinCount=22
core_area_um2=4350
initCoreUtil_pct=16.1
die_area_um2=7570

[final_timing]
unclocked_regs=12
period_needed_ns=4.38
period_used_pct=97.4
finalSetupViolations=0
rsz0062_at_grt=true
max_freq_ghz=0.228
final-hold-violation-count=0
untimed_endpoints=12
slew_viol_final=0

[synth]
ys_area_um2=701
yosysUniqueCellTypes=40
yosysCellCount=80
synth_cells=80
synth-edff-count=0
ys_async_sr_fraction_pct=0
syn_area_per_cell_um2=8.76
syn_area_um2=701
synth-seq-cells=12
yosys.area.top_type_share_pct=25.7
top_area_cell=dlxtn_1
ys.flop_type=dlxtn_1
ys_warn_count=2
topCellsByArea=dlxtn_1, fa_1, buf_4

[power]
power_density_nw_per_um2=196
seqPwrFrac_pct=11.9
switching_share_pct=44.4
p_sw_mw=0.0936
comb_power_share_pct=88.1
vdd_ir_drop_max_mv=0.102
pwr-share-clk_pct=0
p_int_mw=0.117
power.leakage_nw=0.504

[run_status]
outcome=completed

[global_route]
grt_usage_pct=4.13
first_global_vias=579
gr-total-overflow=0
antenna_found_initial=0
grt_max_degree=17
grt_first_pass_wirelength_um=2660

[final_layout]
postLayoutCoreUtil_pct=24.7
area_growth_pct=53.2
layout-drive-gt1-share_pct=45.0
fill_cells=450

[routing]
wl_per_cell_um=10.1
via_per_inst=3.80
first_pass_iters=4
vias=612
ant_nets=0
drc_errors=0
drt_wl_total_um=1630
antenna_cells=0
drt-initial-drc-count=19

[flow_run]
maxCapViolCount=0
warnings=34

[cts]
cts_hold_buf=0

==> power groups by stage <==
stage / clock network [mW] / registers, mW / logic, mW
after global routing: 0 / 0.0268 / 0.206
after CTS: 0 / 0.0252 / 0.181
final: 0 / 0.0251 / 0.186
==> through the flow <==
stage	TNS [ns]	power (mW)	setup slack (ns)	area (µm²)	cells
4_1_cts	-0.00609	0.206	-0.00609	1030	161
3_3_place_gp	-8.69	0.180	-0.860	958	157
5_1_grt	-0.0204	0.233	-0.0204	1070	161
6_report	0	0.211	0.115	1070	161
2_1_floorplan	0	0.137	0.399	746	92
3_5_place_dp	-8.82	0.181	-0.869	958	157
==> flip-flops by register name (all words and copies together), names as in the netlist <==
name / flops
maindisplay.HEX06: 1
maindisplay.HEX00: 1
maindisplay.HEX10: 1
maindisplay.HEX15: 1
maindisplay.HEX02: 1
maindisplay.HEX16: 1
maindisplay.HEX12: 1
maindisplay.HEX01: 1
maindisplay.HEX03: 1
maindisplay.HEX04: 1
maindisplay.HEX05: 1
maindisplay.HEX14: 1
==> cell families (layout without fill, tap and decap cells) <==
group	after synthesis	after routing	share of synthesized area (%)
AND-OR/OR-AND	23	23	23.6
AND/OR/NAND/NOR	20	20	20.2
buffers and inverters	15	32	12.7
latches	12	12	25.7
adder cells (fa/ha/maj)	4	4	10.4
XOR/XNOR	3	3	3.75
multiplexers	2	2	3.21
other	1	13	0.535
==> cells in the final DEF (no fill, tap or decap), types with 3 or more instances in the layout <==
cell type,count
dlxtn_2,3
fa_2,3
dlymetal6s2s_1,3
clkdlybuf4s15_1,4
buf_6,5
inv_2,6
nor2_2,3
buf_2,4
dlygate4sd2_1,5
o21ai_2,6
o21ai_1,3
dlxtn_1,9
clkdlybuf4s50_1,4
nand2b_4,3
conb_1,13
==> routing by layer <==
metal | GRT usage [%] | wire length, µm | share of wire [%]
met5 | 0 | 0 | 0
met4 | 0 | 0 | 0
met3 | 0.755 | 129 | 7.9
met2 | 6.60 | 716 | 44
met1 | 5.98 | 780 | 48
==> cells in the mapped netlist, types with 2 or more instances <==
cell type  count
buf_4          4
inv_1          6
nor2_1         2
o21ai_0        3
dlxtn_1       12
buf_2          2
a21oi_1        3
nand2b_4       2
xnor2_1        2
fa_1           3
o21ai_2        2
mux2_2         2
nand2_1        4
nand2b_1       2
o21ai_1        5
buf_6          2
==> area by class of cell <==
class | instances | area, µm² | share of cell area [%]
Multi-Input combinational cell | 65 | 561 | 52.2
Inverter | 7 | 26.3 | 2.45
Timing Repair Buffer | 25 | 238 | 22.1
Sequential cell | 12 | 184 | 17.1
Tap cell | 52 | 65.1 | 6.06
==> what timing repair did <==
item                                    in CTS  in global routing
buffers inserted                             4                  2
pin swaps                                   17                 10
endpoints found under the setup margin      13                  8
hold endpoints to repair                     0                  0
resized                                     57                 20
gates cloned                                 0                  0
Power is estimated from default activity; no workload was simulated.
